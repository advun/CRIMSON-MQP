File: ./constraint.sdc
current_design watchdog

set clk_period 2.1
set clk_io_pct 0.2

create_clock -name clk0 -period $clk_period [get_ports {clk}]

set non_clock_inputs [all_inputs -no_clocks]
set_input_delay [expr $clk_period * $clk_io_pct] -clock clk0 $non_clock_inputs
set_output_delay [expr $clk_period * $clk_io_pct] -clock clk0 [all_outputs]
File: ./run.sh
#!/bin/bash
# OpenROAD 26Q1-2900-gdf79404cd8, Yosys 0.63+post, stock flow scripts
make -C /OpenROAD-flow-scripts/flow DESIGN_CONFIG=/design/flow/config.mk WORK_HOME=/design/flow/orfs finish
File: ./config.mk
export PLATFORM = sky130hd
export DESIGN_NAME = watchdog
export DESIGN_NICKNAME = watchdog
export VERILOG_FILES = /design/flow/design.v
export SDC_FILE = /design/flow/constraint.sdc
export NUM_CORES = 4
export LEC_CHECK = 1
export CORE_AREA = 10 10 70 70
export DIE_AREA = 0 0 80 80
File: ./design.v
`timescale 1ns / 1ps
module watchdog #(
parameter LENGTH = 5,  
parameter COUNT = 20,   
parameter THRESHOLD = COUNT - 10  
)(
    input wire clk,
    input wire kick,
    input wire reset_n,  
    output reg timeout   
    );
    reg [LENGTH-1:0] counter;
    always @(posedge clk) begin
        if (!reset_n) begin
            counter <= 1'b0;
            timeout <= 1'b0;
        end
        else if (kick) begin
           if (counter < THRESHOLD) begin  
                timeout <= 1;
            end
            else begin
                counter <= 1'b0;
                timeout <= 1'b0;
           end 
        end
        else if (!timeout) begin
            counter <= counter + 1'b1;
            if (counter == COUNT) begin   
                timeout <= 1;
            end
        end
    end 
endmodule
==> flow_metrics.tcl <==
# yosys + openroad results
set metrics [dict create \
    status "finished clean" \
    tritoncts "built" \
    synth.avg_cell_area_sq_um 9.21 \
    ys_ff 6 \
    cts_hold_buf 0 \
    fin_tns_setup_ns 0 \
    leakage_nw 0.164 \
    numCtsBuffers 3 \
    grt_use_total 0.0239 \
    core_sq_mm 0.00342 \
    diodes 0 \
    wl_um 689 \
    vias_per_cell 3.38 \
    warnings 26 \
    synth_seq_share 0.334 \
    yosys_warnings 1 \
    drv_cap 0 \
    setup_viol 0 \
    p_total_uw 260 \
    fp_util 0.105 \
    place_ws_ns 0.451 \
    area_leaders "dfxtp_1 33%, nand4b_1 7.3%, ha_1 7.0%, o21ai_0 4.2%, inv_1 4.2%" \
    cp_num_buf_inv 1 \
    h-tree-depth 1 \
    die_w_um 80 \
    grt_pass1_wl_mm 1.24 \
    mostFrequentLayoutCells "6 x dfxtp_1, 4 x inv_1" \
    drcViolationCount 0 \
    overflow 0 \
    first_pass_iters 5 \
    clock.fmax_mhz 639 \
    ioPinCount 4 \
    cp_cell_sequence "clkdlybuf4s50_1" \
    timing.final.hold_violations 0 \
    placementRows 21 \
    critical-path-max-stage-delay_ns 0.50 \
    drive_gt1_frac 0.159 \
    hold_path_class "reg -> reg" \
    antenna_found_initial 0 \
    cts_root_buffer "clkbuf_4" \
    drtIter0Drc 10 \
    insertion_delay_ns 0.25 \
    syn_inst 39 \
    grt_setup_unrepaired "false" \
    ys_area_sq_um 359 \
    yosys.area.top_type "dfxtp_1" \
    syn2layout_area_growth_pct 27.5 \
    post_cts_buffers 0 \
    via_count 304 \
    worstMarginPinSlew_ns 0.305 \
    ant_nets 0 \
    gp_congestion 0.854 \
    ys_types 24 \
    fin_crit_ns 1.57 \
    synth_top_area_share 0.334 \
    critPathLaunchType "register" \
    layout_top_cell "dfxtp_1" \
    worstPathArrival_ns 1.15 \
    syn_area_sq_um 359 \
    crit_fanout 6 \
    slew_violations 0 \
    cp.required_ns 1.68 \
    clk_pin_slew_ns 0.05 \
    slew_headroom 0.796 \
    endpoint_kind "primary output" \
    setup_slack_ns 0.534 \
    cp_slowest_cell "clkdlybuf4s50_1" \
    portBuffers 3 \
    clock_path_buffers 2 \
    cts_resized 0 \
    clkSinkCount 6 \
    finClkSkew_ns 0.00346 \
    die-area_sq_mm 0.00640 \
    fp.dieH_um 80 \
    yosys_cells 39 \
    p_per_area_mw_per_mm2 567 \
    crit_family "buffers and inverters" \
    dp_hpwl_um 480 \
    grt_max_degree 10 \
    drt-wirelength-per-cell_um 7.66 \
    grt_pass1_vias 296 \
    finalCritPeriodShare 0.746 \
    worstSetupPathType "reg -> out" \
    nFillCells 399 \
    vdd_drop_max_uv 313 \
]
-- per-layer routing --
metal	wire length [um]	track usage	vias up	share of wire
met2	275	0.0313	8	0.40
met5	0	0	-	0
met3	68	0.0182	2	0.099
li1	-	-	149	-
met1	334	0.0308	145	0.48
met4	10	0.00352	0	0.015
-- logic make-up after synthesis --
| group | share of synthesized area |
|---|---|
| buf+inv | 0.0732 |
| mux | 0.0279 |
| xor+xnor | 0.0244 |
| fa+ha+maj | 0.0697 |
| compound gates | 0.192 |
| flops | 0.335 |
| simple gates | 0.279 |
-- synth_stat cells --
cell type	n
ha_1	2
a21boi_2	1
nand3_1	1
a21o_1	1
o21ai_1	1
nor3b_1	2
nand3b_1	1
and3b_2	1
a21o_2	1
dfxtp_1	6
buf_6	1
o311a_1	1
inv_1	4
nor2b_1	1
a31oi_1	1
a21oi_1	1
mux2i_1	1
o21ai_0	3
nor2_1	1
nand4b_1	3
xor2_1	1
nand2_1	2
nor3b_2	1
nand2b_1	1
-- layout make-up --
type | instances | area, sq um | area share
inverters | 4 | 15.0 | 0.0328
repair buffers | 3 | 30.0 | 0.0656
well taps | 46 | 57.6 | 0.126
clock buffers | 3 | 22.5 | 0.0492
multi-input cells | 28 | 213 | 0.464
flip-flops and latches | 6 | 120 | 0.262
-- where the power goes --
group	leakage, nW	switching, mW	internal [mW]
registers	0.0490	0.00613	0.119
logic	0.101	0.0132	0.0151
clock network	0.0138	0.0419	0.0647
-- metrics by stage --
step	instance area, sq um	util	std cells	hold WS (ns)
global placement	435	0.127	87	0.490
finish	458	0.134	90	0.518
CTS	458	0.134	90	0.514
global route	458	0.134	90	0.536
floorplan	359	-	39	0.465
detailed placement	435	0.127	87	0.504
-- path summary, 6_finish.rpt --
| path | slack [ns] | startpoint | end | cells after the start |
|---|---|---|---|---|
| setup / recovery | 0.53 | timeout$_SDFF_PN0_ | timeout | 1 |
| hold / removal | 0.52 | counter[1]$_SDFFE_PN0P_ | counter[1]$_SDFFE_PN0P_ | 2 |
| setup reg to reg | 0.97 | counter[1]$_SDFFE_PN0P_ | counter[4]$_SDFFE_PN0P_ | 4 |
| hold reg to reg | 0.52 | counter[1]$_SDFFE_PN0P_ | counter[1]$_SDFFE_PN0P_ | 2 |
-- registers in the layout, indices dropped and copies added, names as in the netlist --
signal and cells:
counter 5, timeout 1
Power and IR drop assume default switching activity.
