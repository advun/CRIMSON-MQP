==> design.v <==
`timescale 1ns / 1ps
module adc_control(
    input clk,
    input [1:0] ADCstate,  
    input reset_n,
    output [7:0] ADCctrl,
    output start
    );
    counter12 test (
    .clk(clk),
    .reset_n(reset_n),
    .out(start)
    );
   wire control;
   wire q0, q1, q2;
   wire nq0 = ~q0;
   wire nq1 = ~q1;
   wire nq2 = ~q2;
   assign control = ~(((nq0&q1&nq2)& ~ADCstate[1]& ADCstate[0]) | ((nq0&nq1&q2)& ADCstate[1]& ~ADCstate[0]) | ((nq0&q1&q2)& ADCstate[1]& ADCstate[0]));
   assign d0 = (~q0) & control;
   assign d1 = (q1 ^ q0) & control;
   assign d2 = (q2 ^ (q1 & q0)) & control;
    flipflop f0(.clk(clk), .reset_n(reset_n), .d(start ? d0 : q0), .q(q0));
    flipflop f1(.clk(clk), .reset_n(reset_n), .d(start ? d1 : q1), .q(q1));
    flipflop f2(.clk(clk), .reset_n(reset_n), .d(start ? d2 : q2), .q(q2));
   assign ADCctrl[0] = nq0 & nq1 & nq2;
   assign ADCctrl[1] = q0 & nq1 & nq2;
   assign ADCctrl[2] = nq0 & q1 & nq2;
   assign ADCctrl[3] = q0 & q1 & nq2;
   assign ADCctrl[4] = nq0 & nq1 & q2;
   assign ADCctrl[5] = q0 & nq1 & q2;
   assign ADCctrl[6] = nq0 & q1 & q2;
   assign ADCctrl[7] = q0 & q1 & q2;
endmodule
`timescale 1ns / 1ps
module counter12(
    input clk,
    input reset_n,
    output out
    );
    wire q0, q1, q2, q3;
    wire reset;
    assign reset = q3 & ~q2 & q1 & q0;
    wire d0, d1, d2, d3;
    assign d0 = (~q0) & ~reset;
    assign d1 = (q1 ^ q0) & ~reset;
    assign d2 = (q2 ^ (q1 & q0)) & ~reset;
    assign d3 = (q3 ^ (q2 & q1 & q0)) & ~reset;
    flipflop f0(.clk(clk), .reset_n(reset_n), .d(d0), .q(q0));
    flipflop f1(.clk(clk), .reset_n(reset_n), .d(d1), .q(q1));
    flipflop f2(.clk(clk), .reset_n(reset_n), .d(d2), .q(q2));
    flipflop f3(.clk(clk), .reset_n(reset_n), .d(d3), .q(q3));
    assign out = q3 & ~q2 & q1 & q0;  
endmodule
`timescale 1ns / 1ps
module flipflop(
    input wire clk,
    input wire reset_n,
    input wire d,
    output reg q
    );
    always @(posedge clk) begin
        if (!reset_n)
            q <= 1'b0;
        else
            q <= d;
    end
endmodule
==> run.sh <==
#!/bin/bash
# OpenROAD 26Q1-2900-gdf79404cd8, Yosys 0.63+post, stock flow scripts
make -C /OpenROAD-flow-scripts/flow DESIGN_CONFIG=/design/flow/config.mk WORK_HOME=/design/flow/orfs finish
==> config.mk <==
export PLATFORM = sky130hd
export DESIGN_NAME = adc_control
export DESIGN_NICKNAME = adc_control
export VERILOG_FILES = /design/flow/design.v
export SDC_FILE = /design/flow/constraint.sdc
export NUM_CORES = 4
export LEC_CHECK = 1
export CORE_AREA = 10 10 70 70
export DIE_AREA = 0 0 80 80
==> constraint.sdc <==
current_design adc_control

set clk_period 1.4
set clk_io_pct 0.2

create_clock -name clk0 -period $clk_period [get_ports {clk}]

set non_clock_inputs [all_inputs -no_clocks]
set_input_delay [expr $clk_period * $clk_io_pct] -clock clk0 $non_clock_inputs
set_output_delay [expr $clk_period * $clk_io_pct] -clock clk0 [all_outputs]
==> metrics.yaml <==
routing:
  vias_per_cell: 3.40
  postRouteWirelength_um: 1070
  routed-via-count: 408
  final_antenna_diode_count: 0
  drc_errors: 0
  detail-route-antenna-nets: 0
  initial_drc_count: 12
  dr_wl_cell_um: 8.90
  first_pass_iters: 4
grt:
  wire_length_of_the_first_global_routing_pass_um: 1600
  groute.usage.overall: 0.0313
  initial_antenna_violation_count: 0
  grt_overflow: 0
  grt_start_max_net_pins: 11
  grt_pass1_vias: 374
final_layout:
  area_growth_pct: 81.1
  final_cell_count_no_fill: 120
  share_of_layout_cells_above_drive_strength_1: 0.514
  layout.core_utilization: 0.228
cts:
  cts_root_buffer: "sky130_fd_sc_hd__clkbuf_4"
  clock_tree_from_tritoncts: "done"
  clk_transition_reported_paths_ns: 0.05
  cts.sink_count: 7
  numCtsBuffers: 3
  cts_htree_levels: 1
  clkLatencyLatePin_ns: 0.25
  cts_max_path_buffers: 2
  post_cts_hold_buffer_count: 0
worst_setup_path:
  r2r_setup_slack_ns: -0.06
  timing.critical_path.slowest_stage_cell: "sky130_fd_sc_hd__dfxtp_4"
  timing.critical_path.fanout_max: 4
  regToRegEndpoint: "f1.q$_SDFFE_PN0P_"
  setup.worst_path.end_class: "output pin"
  startpoint_class: "register"
  rr_startpoint: "f1.q$_SDFFE_PN0P_"
  series_of_cell_instances_along_the_critical_path: "buf_4, ha_4, ha_1, buf_2"
  reg2reg_depth: 6
  critPathMaxStageDelay_ns: 0.36
  arrival_time_of_data_at_the_critical_path_endpoint_ns: 1.18
  worst-endpoint-required_ns: 1.12
  critical_path_class: "register to output pin"
final_timing:
  layout_min_cycle_time_ns: 1.46
  slew_headroom: 0.795
  final.period_utilization: 1.05
  finalHoldViolations: 0
  slew_limit_fails: 0
  setup_viol: 8
  finClkSkew_ns: 0.000925
  unrepaired_setup_endpoints_after_global_routing: "yes"
  fin_setup_tns_ns: -0.387
  achievable-frequency_mhz: 683
  worst_pin_slew_ns: 0.307
  setup_slack_ns: -0.0635
floorplan:
  design.die.area_um2: 6400
  top_level_ports: 13
  overall_die_height_um: 80
  initial_utilization: 0.126
  core.rowCount: 21
  chipWidth_um: 80
  design.core.area_um2: 3420
hold_path:
  worst_hold_path.num_cells: 2
  worst_hold_startpoint: "test.f3.q$_SDFF_PN0_"
  hp-class: "register to register"
  holdPathEnd: "test.f3.q$_SDFF_PN0_"
power_and_ir_drop:
  power.ir.vdd_worst_uv: 361
  pwr_density_cell_nw_per_um2: 549
  design_power_total_mw: 0.428
  total_leakage_power_nw: 0.345
yosys:
  yosys_most_used_dff: "sky130_fd_sc_hd__dfxtp_1"
  number_of_instances_in_the_synthesized_netlist: 47
  post_synth_main_logic_family: "simple AND/OR/NAND/NOR gates"
  synth.cellmix.compoundShare: 0.0872
  ys_ff: 7
  mean_area_per_synthesized_cell_um2: 9.16
  synth.yosys.num_cells: 47
  synth-async-reset-ratio: 0
  area_share_of_xor_xnor_cells_in_the_synthesized_design: 0.0203
  post_synth_and_or_nand_nor_area_fraction: 0.282
  common_cells: "sky130_fd_sc_hd__dfxtp_1, sky130_fd_sc_hd__ha_1, sky130_fd_sc_hd__nand2_1, sky130_fd_sc_hd__and2_1, sky130_fd_sc_hd__nor2b_1"
  ys_chip_area_um2: 430
  synth.distinct_cells: 19
  seq_area_frac_synth: 0.326
  synth_top_area_share: 0.326
  synth-adder-area-share: 0.203
  synth-warning-count: 4
  mux_share: 0.0349
  edf_count: 0
  post-synth-top-area-cell: "sky130_fd_sc_hd__dfxtp_1"
  netlist_top_cells_area: "sky130_fd_sc_hd__dfxtp_1, sky130_fd_sc_hd__ha_1, sky130_fd_sc_hd__and2_1"
  syn_area_um2: 430
status:
  outcome: "finished with violations"
  violated_checks: "setup timing"
place:
  routability_cong: 0.705
  port_buffer_count: 12
  place_inst: 109
  place_worst_setup_slack_ns: -0.195
  detailed_place_hpwl_um: 745
flow_run:
  max_cap_violations: 0
  openroad.warnings: 31
power by group:
| part | switching [mW] | internal [mW] |
|---|---|---|
| Sequential | 0.00510 | 0.204 |
| Combinational | 0.0146 | 0.0231 |
| Clock | 0.0726 | 0.109 |
per-stage QoR:
stage | instance area [um2] | hold slack, ns
global placement | 644 | 0.467
global route | 779 | 0.510
floorplan | 430 | 0.444
finish | 779 | 0.469
CTS | 758 | 0.472
detailed placement | 644 | 0.466
kinds of logic after synthesis:
family	after synthesis
muxes	1
xor gates and xnor gates	1
and+or+nand+nor	21
adders and majority gates	7
DFF	7
buffers and inverters	5
AOI/OAI and AO/OA	5
cell type report:
cell class,count,area (um2)
Tap cell,46,57.6
Timing Repair Buffer,25,199
Multi-Input combinational cell,35,330
Fill cell,369,2640
Inverter,3,16.3
Clock buffer,4,26.3
Sequential cell,7,150
state kept, by name (all words and copies together), names as in the netlist:
| register | cells |
|---|---|
| test.f0.q | 1 |
| test.f2.q | 1 |
| f0.q | 1 |
| f1.q | 1 |
| test.f3.q | 1 |
| f2.q | 1 |
| test.f1.q | 1 |
worst max-delay path by stage:
| stage | slack, ns | to | startpoint |
|---|---|---|---|
| after CTS | -0.11 | ADCctrl[4] | f1.q$_SDFFE_PN0P_ |
| after global routing | -0.11 | f1.q$_SDFFE_PN0P_ | f1.q$_SDFFE_PN0P_ |
| final | -0.06 | ADCctrl[7] | f1.q$_SDFFE_PN0P_ |
critical path, delay by kind of cell, from the launching register on:
kind	cells	cell delay [ns]
flip-flops	1	0.36
buffers and inverters	2	0.25
adder cells (fa/ha/maj)	2	0.32
per-layer routing:
layer | vias up | share of wire | global-route usage
li1 | 213 | - | -
met1 | 179 | 0.49 | 0.0366
met2 | 14 | 0.39 | 0.0433
met3 | 2 | 0.12 | 0.0273
met4 | 0 | 0.0094 | 0.00352
met5 | - | 0 | 0
what timing repair did:
item                       CTS  global route
gates resized               45             4
setup buffers                6             1
pin swaps                    7             2
setup endpoints to repair   12            10
layout by cell type (no fill, tap or decap), drive strengths merged, types with 2 or more instances in the layout:
| cell | instances |
|---|---|
| nand2 | 6 |
| inv | 3 |
| nand3 | 2 |
| o22ai | 3 |
| buf | 20 |
| nor2b | 5 |
| and2 | 4 |
| ha | 7 |
| dfxtp | 7 |
| clkbuf | 4 |
| clkdlybuf4s50 | 3 |
No activity file was given, so power comes from the tool's default toggle rates.
