[design/flow/design.v]
`timescale 1ns / 1ps
module ADCregs(
    input in,
    input reset_n,
    input enable,
    input clk,
    output [9:0] out
    );
    eflipflop r0 (
    .in(in),
    .reset_n(reset_n),
    .enable(enable),
    .clk(clk),
    .out(out[0])
    );
    eflipflop r1 (
    .in(out[0]),
    .reset_n(reset_n),
    .enable(enable),
    .clk(clk),
    .out(out[1])
    );
    eflipflop r2 (
    .in(out[1]),
    .reset_n(reset_n),
    .enable(enable),
    .clk(clk),
    .out(out[2])
    );
    eflipflop r3 (
    .in(out[2]),
    .reset_n(reset_n),
    .enable(enable),
    .clk(clk),
    .out(out[3])
    );
    eflipflop r4 (
    .in(out[3]),
    .reset_n(reset_n),
    .enable(enable),
    .clk(clk),
    .out(out[4])
    );
    eflipflop r5 (
    .in(out[4]),
    .reset_n(reset_n),
    .enable(enable),
    .clk(clk),
    .out(out[5])
    );
    eflipflop r6 (
    .in(out[5]),
    .reset_n(reset_n),
    .enable(enable),
    .clk(clk),
    .out(out[6])
    );
    eflipflop r7 (
    .in(out[6]),
    .reset_n(reset_n),
    .enable(enable),
    .clk(clk),
    .out(out[7])
    );
    eflipflop r8 (
    .in(out[7]),
    .reset_n(reset_n),
    .enable(enable),
    .clk(clk),
    .out(out[8])
    );
    eflipflop r9 (
    .in(out[8]),
    .reset_n(reset_n),
    .enable(enable),
    .clk(clk),
    .out(out[9])
    );
endmodule
`timescale 1ns / 1ps
module eflipflop(
    input in,
    input reset_n,
    input enable,
    input clk,
    output reg out
    );
    always @ (posedge clk) begin
        if (!reset_n) begin
            out = 0;
        end
        else if (enable) begin
            out = in;
        end
        end
endmodule
[design/flow/run.sh]
#!/bin/bash
# OpenROAD 26Q1-2900-gdf79404cd8, Yosys 0.63+post, stock flow scripts
make -C /OpenROAD-flow-scripts/flow DESIGN_CONFIG=/design/flow/config.mk WORK_HOME=/design/flow/orfs finish
[design/flow/config.mk]
export PLATFORM = sky130hd
export DESIGN_NAME = ADCregs
export DESIGN_NICKNAME = ADCregs
export VERILOG_FILES = /design/flow/design.v
export SDC_FILE = /design/flow/constraint.sdc
export NUM_CORES = 4
export LEC_CHECK = 1
export CORE_AREA = 10 10 70 70
export DIE_AREA = 0 0 80 80
[design/flow/constraint.sdc]
current_design ADCregs

set clk_period 1.2
set clk_io_pct 0.2

create_clock -name clk0 -period $clk_period [get_ports {clk}]

set non_clock_inputs [all_inputs -no_clocks]
set_input_delay [expr $clk_period * $clk_io_pct] -clock clk0 $non_clock_inputs
set_output_delay [expr $clk_period * $clk_io_pct] -clock clk0 [all_outputs]
==> run summary <==
impl run done, here's what came out: number of remaining DRC errors=0, dpl cell area=571 um2, Critical Path Slowest Stage Cell=dfxtp_2, Cells after DPL=90, Max-slew headroom=82.2%, CTS Buffer Depth=2, reg2reg start=r7.out, R2R depth=3, Synth Register Bits=10, DR vias=285, total wire length=948 um, critical-path maximum fanout=3, Worst-Margin Slew=0.267 ns, Die H=80 um, asr flop ratio synth=0%, fmax=935 MHz, Worst Hold Path EP=r9.out, Area leader share=44.6%, number of enable flip-flop cells=0, R2R setup slack=0.45 ns, P_int=487 uW, cell type with the largest total area=dfxtp_1, commonest cells in the netlist=buf_4 (10), dfxtp_1 (10), mux2i_1 (10), nor2b_1 (10), buf_6 (1), VDD IR max=0.224 mV, HP Class=register to register, clock network power share=36.7%, root buffer cell=clkbuf_4, OpenROAD warning count=25, R2R Path End=r8.out, CTS tree=yes, WHS Path Cells=2, Worst-path clk slew=0.06 ns, syn avg cell area=11.0 um2, setup violators final=0, placer's final routability congestion estimate=0.716, Post-Syn Area=449 um2, # clock sinks=10, Crit path largest cell delay=0.33 ns, initial antenna violation count=0, Critical Path RT=0.96 ns, Comb pwr share=8.5%, Critical Path AT=0.83 ns, die area=6400 um2, RSZ-0062 raised after global routing=false, Top delay family on crit path=flip-flops, switching fraction of total power=21.3%, Routed wire per std cell=9.58 um, H-Tree Depth=1, fp util=13.2%, Tot Pwr=619 uW, post-synthesis sequential area ratio=44.6%, Final Hold Fails=0, vias in the first global route=346, sequential share of power=54.8%, status=finished, final reports clean, I/O Buffers=13, final core occ=18.7%, Syn Inst Count=41, number of distinct library cells after synthesis=5, Overflow after GRT=0, cycle use final=89.1%, Slew Limit Fails=0, Worst Hold Launch=r9.out, initial drt markers=1, final instance area=638 um2, post-route clock skew=0.000303 ns, clk latency late pin=0.26 ns, die width=80 um, CP Cell Sequence=dlygate4sd2_1, net switching power=132 uW, Layout area overhead=42.1%, core area=3420 um2, CTS Buf Count=3, first-pass GRT wire length=1620 um, Rows=21, Routed Antenna Nets=0, largest net degree at the start of global routing=11, total power divided by cell area=969 nW/um2, Max-cap violations=0, most used flip-flop cell after synthesis=dfxtp_1, Critical Path Start Type=register, Tmin final=1.07 ns, proportion of layout cells with a drive suffix above 1=37.7%, via/cell ratio=2.88, number of diodes=0, Leakage=0.000301 uW, Min Hold Slack=0.509 ns, Synth area leaders=dfxtp_1 (45%), mux2i_1 (22%), buf_4 (17%), nor2b_1 (14%), buf_6 (2.5%), IO Pins=14, post-synth area from yosys stat=449 um2, cell count listed in synth_stat.txt=41, Final Non-Filler Cells=99, yosys warns=1, crit end category=output pin, Crit Path Category=register to output pin, drt pass-1 iters=3, Buf+Inv Stages, Crit Path=1, Tot GR Track Use=3.14%
[power by group through the flow]
| stage | Sequential, uW | Combinational [uW] | Clock, uW |
|---|---|---|---|
| 5_1_grt | 339 | 56.9 | 257 |
| 4_1_cts | 339 | 53.2 | 228 |
| 6_report | 339 | 52.8 | 227 |
[worst max-delay path by stage]
stage	from	to	cells past startpoint
4_1_cts	r1.out	out[1]	1
5_1_grt	r4.out	out[4]	1
6_report	r4.out	out[4]	1
[worst register-to-register path, cell delays in order (launching register included)]
cell     delay (ns)
dfxtp_2        0.32
buf_4          0.12
mux2i_1        0.14
nor2b_1        0.06
[layout make-up]
type	count	area, um2
multi-input cells	20	163
flip-flops and latches	10	213
clock buffers	3	22.5
well taps	46	57.6
repair buffers	20	183
fillers	390	2780
[sequential cells by signal (all words and copies together) (netlist names)]
register / flops
r9.out: 1
r8.out: 1
r2.out: 1
r6.out: 1
r3.out: 1
r0.out: 1
r4.out: 1
r1.out: 1
r7.out: 1
r5.out: 1
[layer usage]
layer | vias up | part of all wire (%) | track usage [%]
met3 | 2 | 11 | 1.93
met4 | 0 | 1.1 | 1.06
met5 | - | 0 | 0
met2 | 7 | 44 | 4.65
li1 | 148 | - | -
met1 | 128 | 44 | 3.63
[through the flow]
stage               setup TNS (ns)  worst slack (ns)
CTS                              0             0.115
finish                           0             0.130
global route                     0            0.0825
floorplan                        0             0.485
detailed placement          -0.616           -0.0766
global placement            -0.454           -0.0502
[logic make-up (layout without fill, tap and decap cells)]
family | after synthesis | after routing | share of synthesized area (%)
flip-flops | 10 | 10 | 44.6
AND/OR/NAND/NOR | 10 | 10 | 13.9
buffers and inverters | 11 | 23 | 19.2
multiplexers | 10 | 10 | 22.3
[timing repair]
| action | 4_1_cts | 5_1_grt |
|---|---|---|
| resized | 20 | 0 |
| hold buffers | 0 | 0 |
| buffers inserted | 6 | 0 |
| setup endpoints to repair | 10 | 0 |
[cells in the final DEF, fill, tap and decap left out, drive strengths merged]
master	instances
dfxtp	10
dlygate4sd2	10
buf	7
clkbuf	3
nor2b	10
mux2i	10
clkdlybuf4s50	3
Power is estimated from default activity; no workload was simulated.
